[/design/flow/config.mk]
export PLATFORM = sky130hd
export DESIGN_NAME = ID
export DESIGN_NICKNAME = ID
export VERILOG_FILES = /design/flow/design.v
export SDC_FILE = /design/flow/constraint.sdc
export NUM_CORES = 4
export LEC_CHECK = 1
export CORE_UTILIZATION = 50
export SYNTH_HDL_FRONTEND = slang
[/design/flow/constraint.sdc]
current_design ID

set clk_period 7.8
set clk_io_pct 0.2

create_clock -name clk0 -period $clk_period

set non_clock_inputs [all_inputs -no_clocks]
set_input_delay [expr $clk_period * $clk_io_pct] -clock clk0 $non_clock_inputs
set_output_delay [expr $clk_period * $clk_io_pct] -clock clk0 [all_outputs]
[/design/flow/design.v]
module ID(ir,wrt_dt,wrt_reg,reg_wrt,read_data1,read_data2,offset,rt,rd,opcode,shamt,funct);
	input  [32-1:  0] ir,       
	                      wrt_dt;   
	input  [5-1:0] wrt_reg;  
	input				  reg_wrt;  
	output [32-1:  0] read_data1,read_data2,  
						  offset;
	output [5-1:0] rt,rd; 
	output [6-1: 0] opcode;
	output [5-1: 0] shamt;
	output [6-1: 0] funct;
	reg    [32-1:  0] read_data1,read_data2,  
						  offset;
	reg    [5-1:0] rt,rd; 
	reg    [6-1: 0] opcode;
	reg    [5-1: 0] shamt;
	reg    [6-1: 0] funct;
	reg    [32-1:  0] REG[0:32-1];
	initial
	begin
		$readmemh("REGFILE.txt",REG);
	end
	always@(ir)
	begin
		read_data1 = REG[ir[25:21]];  
		read_data2 = REG[ir[20:16]];
	    offset = (ir[15]==0)?{16'b0000_0000_0000_0000,ir[15: 0]}:{16'b1111_1111_1111_1111,ir[15: 0]};  
		rt     = ir[20:16];
	    rd     = ir[15:11];
		opcode = ir[31:26];
		shamt  = ir[10: 6];
		funct  = ir[5: 0];
	end
	always@(wrt_dt or wrt_reg or reg_wrt)
	begin
		if(reg_wrt)
			REG[wrt_reg] = wrt_dt;  
	end
endmodule 
[/design/flow/run.sh]
#!/bin/bash
# OpenROAD 26Q1-2900-gdf79404cd8, Yosys 0.63+post, stock flow scripts
make -C /OpenROAD-flow-scripts/flow DESIGN_CONFIG=/design/flow/config.mk WORK_HOME=/design/flow/orfs finish
==> summary.txt <==
Implementation run completed; key figures follow.

Yosys:
- The run puts the area of the mapped netlist at between 30000 and 40000 sq um.
- The run puts the chip area in the Yosys report at 33800 sq um.
- A synthesized cell averages 9.82 sq um.
- The synth_stat.txt file lists the number of cells as ~3400.
- Once synthesis finished, the tally of register bits stood at just over 1000.
- The run puts the total of warnings raised by yosys at 0.
- The run gives the instance tally after logic synthesis as roughly 3400.
- The run puts the post-synthesis cell type count at 23.

STA:
- Adding up every negative setup slack in the final design gives 0 ns.
- Setup repair after global routing left no endpoint under its margin.
- Looking at the max-slew report, the worst-margin pin has a slew of between 0.9 and 1 ns.
- Based on the critical path, the design can be clocked at up to 161 MHz.
- The run puts the number of pins with negative max-slew slack in the final report at 0.
- The slew check shows that the tightest pin keeps a relative margin of 34.8%.
- The run gives the number of setup violations in the final report as 0.
- The run puts the number of unconstrained endpoints at 1024.
- The run gives the period utilization as between 70% and 80%.
- The run puts the count of unclocked register or latch pins at 1024.
- The worst path meets setup with 1.60 ns of slack.
- The run gives the post-layout minimum cycle time as between 6 and 7 ns.
- The run puts the final hold violation count at 0.

Placed design:
- Setup slack on the worst path after placement came out at between 1.5 and 2 ns.
- The run puts the sum of net half-perimeters after detailed placement at ~68 mm.
- The run puts the last weighted congestion value of the routability-driven placer at around 0.90.
- The run puts the number of port buffers at approximately 120.

Cells and area:
- By instance count after routing, the leading logic cell types are sky130_fd_sc_hd__dlxtp_1, sky130_fd_sc_hd__mux2i_1, sky130_fd_sc_hd__nand3_1.
- The run gives the combined flip-flop and latch cell area as approximately 15000 sq um.
- The run puts the combined area of the multi-input logic cells at 16800 sq um.
- The run gives the layout overhead on the synthesized area as 4.78%.
- The run puts the final core utilization at a little over half.
- The run gives the flip-flop count of the largest register after layout as 1024.
- The run gives the number of fill cells as roughly 5700.
- Of the cells placed in the final design, the portion with a size suffix greater than 1 is 4.74%.

Routing:
- The final layout contains routed wiring with a total length of 116 mm.
- Routed signal wires occupy layers up through met5.
- The run puts the average vias per placed instance at about 6.4.
- The run gives the tally of nets with antenna violations remaining after routing as 0.
- The run gives the total met3 wirelength after detailed routing as ~12 mm.
- The run gives the violation count after the first detailed-route iteration as about 2300.
- In the detailed route, the total length drawn on met2 is 52.6 mm.
- According to the report, the first pass of detailed routing completed in 5 iterations.
- The run puts the sum of routed wire segments on met1 at roughly 48 mm.
- After detailed routing, the average wire length per cell comes to 27.4 um.
- Across all layers, the routed design uses about 27000 vias.
- The script parses the final routing iteration and logs DRC violations as 0.

Worst setup path:
- The run gives the startpoint kind of the worst setup timing path as a primary input.
- The number of buffers and inverters on the critical path is 3.
- STA lists the maximum fanout along the critical path as 37.
- The run gives the startpoint-to-endpoint class of the critical path as primary input to output port.
- The run puts the data required time of the critical path at between 6 and 7 ns.
- The worst setup path is captured at an output port.
- The cell family contributing the most delay on the critical path is buffers and inverters.
- Per STA, the worst path is made up of clkdlybuf4s50_1, and2_4, buf_4, a22o_1, nor3_1, a31oi_1, nand3_1, clkdlybuf4s50_1.
- Among all stages on the critical path, the largest delay is contributed by sky130_fd_sc_hd__and2_4.
- STA puts the critical path data arrival time at 4.64 ns.
- The run gives the delay of the slowest cell on the worst path as roughly 0.65 ns.
- The run gives the most repeated library cell on the critical path as sky130_fd_sc_hd__clkdlybuf4s50_1.

Global route:
- The run gives the number of antenna violations at the first check in global routing as 9.
- The first global-routing pass estimated ~170 mm of wire.
- The run puts the overall fraction of global-route tracks in use at about a third.
- The run puts the via count of the first global-routing pass at roughly 26000.
- The run puts the overflow left after global routing at 0.
- Entering global routing, the biggest net connects around 97 pins.

Run:
- In this run the maximum-capacitance check reported violations numbering 0.
- The run gives the stage-log warning count as 32.

Die:
- The run gives the die footprint as just under 70000 sq um.
- The vertical die dimension reported for this design is ~260 um.
- The run puts the placeable core region at approximately 66000 sq um.
- The run gives the site row count as 94.
- In this run the count of I/O pins placed on the die edge is approximately 190.
- The run gives the floorplan utilization as between 50% and 60%.
- The run gives the x dimension of the die as 262 um.

Pwr:
- The flow reported a cell area power density of 32.0 nW/um^2.
- The run gives the total internal power as roughly 0.0005 W.
- The run puts the worst supply voltage drop on vdd at 0.0338 mV.
- The run puts the switching power of the nets at 0.000629 W.
- The run gives the switching share of total power as approximately 55%.
- The run puts the standby leakage power at about 17 nW.

Min path:
- The run gives the start point of the worst min-delay path as ir[2].
- The run gives the worst-case hold path end point as funct[2].
- The run gives the number of instances on the worst hold path as 0.
- The type recorded for the worst min-delay path is primary input to output port.

Clock network:
- Looking at the post-CTS report, the setup buffer insertion count equals 0.
- The run gives the number of gates resized after cts as 0.
- The run gives the number of buffers inserted by hold repair at cts as 0.

Status:
- The flow ran to the end, and the final reports show no timing, DRC or antenna violations.
[worst max-delay path by stage]
stage     startpoint             to  slack [ns]  cells after the start
4_1_cts       ir[21]  read_data1[5]        1.73                      8
6_report      ir[21]  read_data1[5]        1.60                      8
5_1_grt       ir[21]  read_data1[5]        1.54                      8
[metal layers]
metal,up-vias,global-route usage [%]
li1,12211,-
met1,13244,49.5
met2,1275,53.2
met3,221,10.6
met4,4,9.06
met5,-,0
[layout make-up]
cell class / instances / share of cell area (%)
diodes: 4 / 0.0282
multi-input cells: 2109 / 47.3
repair buffers: 223 / 6.21
well taps: 864 / 3.05
flip-flops and latches: 1024 / 43.4
[synthesized netlist by cell type]
library cell	n	area, sq um
sky130_fd_sc_hd__buf_6	37	417
sky130_fd_sc_hd__nand3_1	194	971
sky130_fd_sc_hd__a22o_1	128	1120
sky130_fd_sc_hd__buf_4	114	856
sky130_fd_sc_hd__nand2b_1	4	25.0
sky130_fd_sc_hd__nor2b_1	4	25.0
sky130_fd_sc_hd__a21oi_1	192	961
sky130_fd_sc_hd__mux2i_1	1024	10200
sky130_fd_sc_hd__nor3_1	64	320
sky130_fd_sc_hd__nand3b_1	5	37.5
sky130_fd_sc_hd__or3_1	1	6.26
sky130_fd_sc_hd__a31oi_1	64	400
sky130_fd_sc_hd__buf_1	4	15.0
sky130_fd_sc_hd__and2_1	2	12.5
sky130_fd_sc_hd__buf_2	71	355
sky130_fd_sc_hd__dlxtp_1	1024	15400
sky130_fd_sc_hd__or3b_2	3	26.3
sky130_fd_sc_hd__or2_2	2	12.5
sky130_fd_sc_hd__nor2_1	35	131
sky130_fd_sc_hd__nand2_1	195	732
sky130_fd_sc_hd__clkbuf_4	4	30.0
sky130_fd_sc_hd__a22oi_1	192	1440
sky130_fd_sc_hd__clkbuf_1	82	308
[kinds of logic after synthesis]
family                 count (synthesis)  share of synthesized area, %
AND-OR/OR-AND                        576                          11.6
buffers and inverters                312                          5.85
latches                             1024                          45.5
multiplexers                        1024                          30.3
AND/OR/NAND/NOR                      509                          6.80
[stage by stage]
| stage | hold slack (ns) | power, W | instances | area (sq um) |
|---|---|---|---|---|
| after floorplan | 3.19 | 0.000713 | 3445 | 33800 |
| after global placement | 3.12 | 0.00111 | 4220 | 35400 |
| after CTS | 3.12 | 0.00112 | 4220 | 35400 |
| after detailed placement | 3.12 | 0.00112 | 4220 | 35400 |
| final | 3.12 | 0.00113 | 4224 | 35400 |
| after global routing | 3.12 | 0.00119 | 4223 | 35400 |
Power figures rest on the tool's default switching activity, not on a simulated workload.
